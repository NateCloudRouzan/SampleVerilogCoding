===== /design/flow/run.sh =====
#!/bin/bash
# OpenROAD 26Q1-2900-gdf79404cd8, Yosys 0.63+post, stock flow scripts
make -C /OpenROAD-flow-scripts/flow DESIGN_CONFIG=/design/flow/config.mk WORK_HOME=/design/flow/orfs finish

===== /design/flow/config.mk =====
export PLATFORM = sky130hd
export DESIGN_NAME = memory16x6
export DESIGN_NICKNAME = memory16x6
export VERILOG_FILES = /design/flow/design.v
export SDC_FILE = /design/flow/constraint.sdc
export NUM_CORES = 4
export LEC_CHECK = 1
export CORE_UTILIZATION = 40

===== /design/flow/constraint.sdc =====
current_design memory16x6

set clk_period 1.6
set clk_io_pct 0.2

create_clock -name clk0 -period $clk_period [get_ports {clk}]

set non_clock_inputs [all_inputs -no_clocks]
set_input_delay [expr $clk_period * $clk_io_pct] -clock clk0 $non_clock_inputs
set_output_delay [expr $clk_period * $clk_io_pct] -clock clk0 [all_outputs]

===== /design/flow/design.v =====
module memory16x6 (data_out, data_in, addr, we, clk);
output reg  [5:0]  data_out;  
input  wire [5:0]  data_in;	
input  wire  [3:0]  addr;
input  wire         we, clk;
reg         [5:0]  mem       [15:0];
	always @(posedge clk) begin
		data_out <= mem[addr];
		if (we) mem[addr] <= data_in;
	end
endmodule 

==> changes_impl.md <==
## Flow update

* Crit path arrival time at 1.21 ns
* DP HPWL at 4.40 mm
* RSZ-0062 raised after global routing: false
* Crit path max fanout at 1
* Core area at 9330 sq um
* Setup TNS at 0 ns
* HP Class: input port to flip-flop
* Total track usage at 0.156
* CP max stage delay at 0.47 ns
* PD cells at 1030 nW/um^2
* N_diodes at 0
* YS chip area at approximately 3900 sq um
* DRC Markers at 0
* Clock Tree Buf Depth at 2
* WHS at 0.601 ns
* Crit path cell chain: clkdlybuf4s50_1
* Tool warnings at 25
* Die width at 100 um
* Drt pass-1 iters at 4
* Worst path slowest cell: clkdlybuf4s50_1
* Final slew viol count at 0
* First-pass GRT wire length at 10.5 mm
* Top-Level Pins at 18
* Post-synth top cells: edfxtp_1, mux4_1, nor2_1, a22oi_1, mux4_2
* Drt total wl at 6.55 mm
* Final Cell Area at 4580 sq um
* Final Cycle Share at 0.954
* DRT iter0 DRCs at 74
* Synthesized area at 3880 sq um
* DR WL/cell at 18.1 um
* Largest net degree at the start of global routing at 32
* Row cnt at 35
* Number of synthesis warnings at 1
* Via-to-Cell Ratio at ~5
* Clock Root Buffer: clkbuf_8
* Initial Utilization at 0.416
* Non-Filler Instances at between 300 and 400
* Crit start category: flip-flop
* Grt total ovfl at 0
* Routability congestion estimate at about 0.75
* Antenna violations before repair at 0
* Port Buf Inserts at 17
* Crit. End Element: output port
* Final ANT Viol Nets at 0
* Number of max-cap violations at 0
* Share of cells above drive strength 1 at 0.233
* Yosys Instances at 178
* TritonCTS buffer count at 9
* Crit path kind: flip-flop to output port
* Worst Path Buf+Inv at 1
* Avg Cell Area, Syn at 21.8 sq um
* Crit-path leading delay family: buffers and inverters
* Static Leakage at 1.53 nW
* Skew final at between 0.01 and 0.015 ns
* Worst Tran Pin Value at roughly 0.54 ns
* Flops after synth at 102
* # hold bufs at CTS at 0
* Placed cells at around 350
* Slew HR at 0.637
* Final hold viol count at 0
* Post_cts resized at 0
* Final-report setup violation count at 0
* Synth area leader: edfxtp_1
* CTS H-tree lvls at 3
* Placed cell area at 4410 sq um
* Cell count after synthesis at about 180
* Vias in the first global route at 1,942
* Worst-path clk slew at 0.10 ns
* Die ar. at 10,100 sq um
* Post-layout minimum cycle time at 1.53 ns
* Post-CTS Setup Bufs at 0
* Clock sink count at 102
* Critical Path RT at 1.28 ns
* Asr flop ratio synth at 0
* Most common cell in the netlist: edfxtp_1
* Top cells, area: edfxtp_1, mux4_1, mux4_2, dfxtp_1, a22oi_1
* Area growth syn-to-layout at 18.1%
* Late-Pin Clk Latency at 0.35 ns
* DR vias at 1,799
* Status: complete, no violations
* Max VDD drop at 0.480 mV
* Synth top area share at 0.744
* Unique cell types at 18
* TritonCTS clock tree: built
* Die Height at 100 um
* Main flop type: edfxtp_1
* Max Freq at 655 MHz
* Seq/Total Area, Yosys at 0.775
* EDFF count, synth at 96
-- sequential cells by signal, summed over array words and instances (netlist names) --
signal / flops
mem: 96
data_out: 6
-- where the power goes --
group          internal [mW]  total [mW]  switching (mW)
clock network          0.570        1.38           0.811
logic                  0.170       0.317           0.147
registers               2.98        3.00          0.0165
-- final cells by class --
type	count	area [sq um]
Clock buffer	11	131
Clock inverter	5	36.3
Fill cell	746	4750
Multi-Input combinational cell	69	835
Sequential cell	102	3000
Tap cell	129	161
Timing Repair Buffer	45	413
-- kinds of logic (layout without fill, tap and decap cells) --
logic type,count (synthesis),count (layout),share of synthesized area
DFF,102,102,0.775
muxes,24,24,0.152
AOI/OAI and AO/OA,12,12,0.0232
and+or+nand+nor,33,33,0.0400
buffers and inverters,7,61,0.0100
-- final timing paths --
| kind | slack, ns | endpoint | cells past startpoint | start |
|---|---|---|---|---|
| max | 0.07 | data_out[4] | 1 | data_out[4] |
| min | 0.60 | data_out[0] | 5 | addr[0] |
| max reg2reg | 0.30 | data_out[5] | 3 | mem[5][5] |
| min reg2reg | 0.67 | data_out[4] | 3 | mem[10][4] |
-- layout by cell type, fill, tap and decap left out --
cell	count
edfxtp_1	96
buf_4	25
clkdlybuf4s50_1	16
nor2_1	13
mux4_1	13
a22oi_1	12
mux4_2	11
clkbuf_8	9
nand2_1	7
dfxtp_1	6
nor3_1	4
clkinv_4	3
buf_12	3
nor2b_1	2
nand3b_1	2
nand2b_1	2
clkbuf_1	2
clkinv_2	2
and2_1	1
nand3_1	1
or3b_1	1
buf_2	1
-- through the flow --
| stage | setup slack [ns] | util | power (mW) |
|---|---|---|---|
| after floorplan | 0.00245 | - | 3.20 |
| after global placement | -0.248 | 0.473 | 3.38 |
| after detailed placement | -0.248 | 0.473 | 3.38 |
| after CTS | 0.0184 | 0.491 | 4.76 |
| after global routing | 0.00907 | 0.491 | 4.88 |
| final | 0.0733 | 0.491 | 4.70 |
-- routing by layer --
metal / GRT usage / share of wire / up-vias
met1: 0.228 / 0.42 / 863
met3: 0.0814 / 0.091 / 4
li1: - / - / 848
met5: 0 / 0 / -
met2: 0.238 / 0.48 / 84
met4: 0.0145 / 0.011 / 0
Power figures rest on the tool's default switching activity, not on a simulated workload.
