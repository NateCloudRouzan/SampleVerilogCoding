==> design.v <==
module seg7 (SW0, SW1, HEX0, HEX1);
	input [3:0] SW0;  
	input [3:0] SW1;  
	output [0:6] HEX0;  
	output [0:6] HEX1;  
	segment7 digit0(SW0, HEX0);  
	segment7 digit1(SW1, HEX1);  
endmodule 
module segment7(bcd, leds);
	input[3:0]bcd;
	output reg [1:7] leds;
	always @(bcd)  
		case(bcd)  
			0: leds = 7'b0000001;
			1: leds = 7'b1001111;
			2: leds = 7'b0010010;
			3: leds = 7'b0000110;
			4: leds = 7'b1001100;
			5: leds = 7'b0100100;
			6: leds = 7'b0100000;
			7: leds = 7'b0001111;
			8: leds = 7'b0000000;
			9: leds = 7'b0000100;
			default: leds = 7'bx;
			endcase
endmodule
==> run.sh <==
#!/bin/bash
# OpenROAD 26Q1-2900-gdf79404cd8, Yosys 0.63+post, stock flow scripts
make -C /OpenROAD-flow-scripts/flow DESIGN_CONFIG=/design/flow/config.mk WORK_HOME=/design/flow/orfs finish
==> config.mk <==
export PLATFORM = sky130hd
export DESIGN_NAME = seg7
export DESIGN_NICKNAME = seg7
export VERILOG_FILES = /design/flow/design.v
export SDC_FILE = /design/flow/constraint.sdc
export NUM_CORES = 4
export LEC_CHECK = 1
export CORE_AREA = 10 10 70 70
export DIE_AREA = 0 0 80 80
==> constraint.sdc <==
current_design seg7

set clk_period 1.3
set clk_io_pct 0.2

create_clock -name clk0 -period $clk_period

set non_clock_inputs [all_inputs -no_clocks]
set_input_delay [expr $clk_period * $clk_io_pct] -clock clk0 $non_clock_inputs
set_output_delay [expr $clk_period * $clk_io_pct] -clock clk0 [all_outputs]
==> results.ini <==
[status]
outcome=complete, no violations

[pwr]
power_frac_seq_pct=0
p_clk_share_pct=0
powerDensity_nw_per_um2=249
swShare_pct=40.3
p_sw_w=0.0000806
p_comb_share_pct=100.0
irDropWorstVdd_mv=0.0979
p_int_w=0.000119
power_leakage_nw=0.360

[placed_design]
hpwl_um=847
place_congestion=0.727
numPortBuffers=22

[floorplanning]
die_h_um=80
core_area_um2=3420
ios=22
die_area_um2=6400
core_util_floorplan_pct=9.60
die_x_um=80
placementRows=21

[synth]
ys_area_um2=328
yosys.area.top_type=ha_1
ys_sh_mux_pct=9.16
yosysSeqAreaShare_pct=0
syn_area_um2=328
ys_cells=43
top_cells_by_count=10 x ha_1, 4 x inv_1
top_logic_kind=adder cells
synth_cell_types=15
ys_sh_aoi_pct=7.25
avgSynthCellArea_um2=7.62
yosys.cell_count.top_type=ha_1
simple_gate_area_share_pct=37.4
ys_sh_xor_pct=0
synthCells=43
top_area_share_pct=38.2
yosys.area_share.adder_pct=38.2
top_cells_by_area=ha_1 38%, mux2i_1 9.2%, nor3b_1 6.9%
yosys_warnings=1

[grt]
antenna_found_initial=0
grt_max_degree=8
grt_pass1_wl_um=1790
grt_pass1_vias=435
track_usage_pct=3.21
grt.overflow.total=0

[finish]
fillCellCount=366
final-seq-area_um2=0
drive_gt1_share_pct=76.9
flop-count=0
final.clkbuf_count=0
syn_to_final_growth_pct=145

[critical_path]
cp.required_ns=1.04
start_kind=input pin
path_max_fanout=3
path_class=input pin to output port
cp-end-kind=output port
worstPathArrival_ns=1.01

[final_timing]
tns_ns=0
worstMarginPinSlew_ns=0.139
slew_headroom_pct=90.4
min_period_over_period_pct=97.7
hold_violations=0
hold_slack_ns=0.813
rsz0062_at_grt=yes
max_freq_mhz=787
min_period_ns=1.27
setup_viol=0
slew_viol_final=0

[drt]
drt_iter0_markers=1
routed_wl_um=1110
wire_per_inst_um=8.97
antenna_left=0
avgViaCountPerCell=3.31
drc=0
drtPass1Iterations=2
vias=411
diodes=0

[hold_path]
min_path_type=input pin to output port

[job]
drv_cap=0
warning_count=42

[clock_network]
hold_buffers=0

power groups by stage:
stage | Sequential (W) | Combinational, W | Clock (W)
5_1_grt | 0 | 0.000221 | 0
4_1_cts | 0 | 0.000190 | 0
6_report | 0 | 0.000200 | 0
cell type report:
cell class	instances	area (µm²)	area share [%]
timing repair buffer	36	284	35.4
multi-input combinational	38	440	54.9
inverter	4	20.0	2.50
tap	46	57.6	7.18
path summary, 6_finish.rpt:
kind              slack [ns]   start       to  cells past startpoint
setup / recovery        0.03  SW1[0]  HEX1[5]                      6
hold / removal          0.81  SW1[3]  HEX1[3]                      3
worst max-delay path, cell delays in order:
cell and delay, ns:
buf_6 0.08, inv_4 0.04, ha_1 0.19, or2_1 0.22, a21oi_2 0.11, buf_2 0.10
metal layers:
layer	part of all wire, %	GRT usage, %	up-vias
li1	-	-	211
met1	50	4.28	180
met2	39	5.06	20
met3	11	1.25	0
met4	0	0	0
met5	0	0	-
repair_timing:
item / CTS / global route
endpoints found under the setup margin: 14 / 10
buffers inserted: 1 / 0
resized: 97 / 17
pin swaps: 11 / 4
cloned: 0 / 0
cell usage in the layout (no fill, tap or decap), types with 3 or more instances in the layout:
cell              n
buf_2            12
mux2i_1           3
nor2_1            3
ha_4              6
buf_6            10
nor3b_2           3
clkdlybuf4s15_1   3
buf_4             8
cell families (layout without fill, tap and decap cells):
family                   after synthesis  count (layout)
AND/OR/NAND/NOR                       21              21
multiplexers                           3               3
buffers and inverters                  5              40
adder cells (fa/ha/maj)               10              10
AND-OR/OR-AND                          4               4
through the flow:
step | total power, W | setup slack (ns) | util [%] | instance area, µm² | std cells
global route | 0.000221 | -0.0209 | 23.5 | 802 | 124
finish | 0.000200 | 0.0297 | 23.5 | 802 | 124
global placement | 0.000172 | -0.842 | 20.3 | 692 | 123
detailed placement | 0.000171 | -0.819 | 20.3 | 692 | 123
floorplan | 0.0000514 | 0.220 | - | 328 | 43
CTS | 0.000190 | -0.0274 | 22.7 | 776 | 124
Power figures rest on the tool's default switching activity, not on a simulated workload.
