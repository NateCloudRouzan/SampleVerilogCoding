**flow/design.v**
```verilog
module HEXUPC (mark, UPC, HEX0, HEX1, HEX2, HEX3, HEX4, HEX5, sale, stolen);
	input mark;
	input [2:0] UPC;  
	output [0:6] HEX0;  
	output [0:6] HEX1;  
	output [0:6] HEX2;  
	output [0:6] HEX3;  
	output [0:6] HEX4;  
	output [0:6] HEX5;  
	output sale, stolen;  
	assign sale = UPC[1] | (UPC[2]& UPC[0]);
	assign stolen = ~mark & ~UPC[1] & (UPC[2] | ~UPC[0]);
	UPCdisplay a1(UPC, HEX0, HEX1, HEX2, HEX3, HEX4, HEX5);
endmodule 
module UPCdisplay(bcd, HEX0, HEX1, HEX2, HEX3, HEX4, HEX5);
	input[2:0]bcd;
	output reg [1:7] HEX0;
	output reg [1:7] HEX1;
	output reg [1:7] HEX2;
	output reg [1:7] HEX3;
	output reg [1:7] HEX4;
	output reg [1:7] HEX5;
	always @(bcd)  
		case(bcd)  
			0: begin  
					HEX5 = 7'b0111000;  
					HEX4 = 7'b0011000;  
					HEX3 = 7'b0100000;  
					HEX2 = 7'b0001000;  
					HEX1 = 7'b1111111;  
					HEX0 = 7'b1111111;  
				end
			1: begin  
					HEX5 = 7'b0001000;  
					HEX4 = 7'b0001000;  
					HEX3 = 7'b0001000;  
					HEX2 = 7'b1111111;  
					HEX1 = 7'b1111111;  
					HEX0 = 7'b1111111;  
				end
			3: begin  
					HEX5 = 7'b0110001;  
					HEX4 = 7'b1001000;  
					HEX3 = 7'b1111001;  
					HEX2 = 7'b0011000;  
					HEX1 = 7'b0100100;  
					HEX0 = 7'b1111111;  
				end
			4: begin  
				HEX5 = 7'b0110000;  
				HEX4 = 7'b1100110;  
				HEX3 = 7'b1100111;  
				HEX2 = 7'b1111000;  
				HEX1 = 7'b1111110;  
				HEX0 = 7'b1111111;  
				end
			5: begin  
				HEX5 = 7'b0000000;  
				HEX4 = 7'b0000001;  
				HEX3 = 7'b0001000;  
				HEX2 = 7'b1111010;  
				HEX1 = 7'b1000010;  
				HEX0 = 7'b1111111;  
				end
			6: begin  
				HEX5 = 7'b1110001;  
				HEX4 = 7'b0110000;  
				HEX3 = 7'b0000001;  
				HEX2 = 7'b0100100;  
				HEX1 = 7'b1111111;  
				HEX0 = 7'b1111111;  
				end
			default: begin  
				HEX5 = 7'bx;
				HEX4 = 7'bx;
				HEX3 = 7'bx;
				HEX2 = 7'bx;
				HEX1 = 7'bx;
				HEX0 = 7'bx;
				end
			endcase
endmodule
```
**flow/run.sh**
```bash
#!/bin/bash
# OpenROAD 26Q1-2900-gdf79404cd8, Yosys 0.63+post, stock flow scripts
make -C /OpenROAD-flow-scripts/flow DESIGN_CONFIG=/design/flow/config.mk WORK_HOME=/design/flow/orfs finish
```
**flow/config.mk**
```make
export PLATFORM = sky130hd
export DESIGN_NAME = HEXUPC
export DESIGN_NICKNAME = HEXUPC
export VERILOG_FILES = /design/flow/design.v
export SDC_FILE = /design/flow/constraint.sdc
export NUM_CORES = 4
export LEC_CHECK = 1
export CORE_AREA = 10 10 70 70
export DIE_AREA = 0 0 80 80
```
**flow/constraint.sdc**
```tcl
current_design HEXUPC

set clk_period 1.0
set clk_io_pct 0.2

create_clock -name clk0 -period $clk_period

set non_clock_inputs [all_inputs -no_clocks]
set_input_delay [expr $clk_period * $clk_io_pct] -clock clk0 $non_clock_inputs
set_output_delay [expr $clk_period * $clk_io_pct] -clock clk0 [all_outputs]
```
==> impl_metrics.ini <==
; generated from flow reports
[status]
status = finished with violations
violations = setup timing

[final_timing]
drv_slew = 0
hold_viol = 0
setup_viol = 16
finalCritPeriodShare_pct = 115.3
fmax_ghz = 0.8673
rsz0062_at_grt = yes
fin_crit_ns = 1.153
fin_tns_setup_ns = -1.183
timing.final.ws_setup_ns = -0.1529

[hold_path]
hold_depth = 4
hold_path.class = in -> out
worstHoldStart = UPC[1]
hold_end = HEX2[0]

[setup_path]
worst_setup_path_start_kind = input port
critPathCaptureType = primary output
path_max_fanout = 4
critical_path_class = in -> out
crit_arrival_ns = 0.95
cp_data_required_time_ns = 0.80

[die]
io_pins = 48
die_w_um = 80
rows = 21
fp-utilization_pct = 9.963
core_um2 = 3416
die_h_um = 80
chip_area_um2 = 6400

[detailed_routing]
wirelength_mm = 1.818
viasPerCell = 3.350
drt_first_pass_iters = 3
vias = 546
num_antenna_cells = 0
drt_iter0_drc = 10
post_drt_wl_per_cell_um = 11.15
antenna_left = 0
drc = 0

[synthesis]
top_cell_area_share_pct = 35.29
synthesis.area_um2 = 340.3
yosys_warnings = 1
top_cell = buf_4
top_cells_by_area = buf_4, nor2_1, buf_6
largest_area_cell = buf_4
common_cells = buf_4, nor2_1, nand2_1
synth.avg_cell_area_um2 = 6.077
yosysChipArea_um2 = 340.3
ys_types = 20
ys_seq_share_pct = 0
yosysCellCount = 56
synthCells = 56

[job]
log.warning_count = 34
maxCapViolations = 0

[cells_and_area]
fillerInstances = 359
area_growth_pct = 198.2
final_core_util_pct = 29.71
logic_area_um2 = 326.6
flop-count = 0
seq_area_um2 = 0
drive_gt1_share_pct = 81.20
clockBufferCount = 0

[global_route]
antenna_found_initial = 0
gr-usage-all-layers_pct = 4.826
grt_overflow = 0
grt_max_degree = 9
grt_pass1_vias = 525
grt_pass1_wl_mm = 2.649

[placed_design]
dp_slack_ns = -0.8985
gp_congestion = 0.7135
dp_hpwl_mm = 1.280
port_buffers = 39

[clocking]
cts_hold_buf = 0

[power]
p_leak_nw = 0.5548
vdd.ir_drop.worst_uv = 76.43
power_density_nw_per_um2 = 388.5
-- layout by cell type (no fill, tap or decap), types with 2 or more instances in the layout --
| cell type | instances |
|---|---|
| buf_6 | 26 |
| nor2_4 | 3 |
| buf_4 | 10 |
| nor2_2 | 3 |
| nand2_2 | 2 |
| and2_4 | 2 |
| conb_1 | 9 |
| buf_2 | 25 |
| nand2b_4 | 3 |
| o22ai_2 | 2 |
| o21ai_1 | 2 |
| inv_1 | 2 |
| o21ai_2 | 2 |
| buf_8 | 3 |
| clkdlybuf4s15_1 | 2 |
| nand2_4 | 3 |
| clkbuf_2 | 6 |
-- per-layer routing --
layer,routed length [um],up-vias,GRT usage (%)
met4,0,0,0
met2,821,28,8.106
met1,738,245,5.735
li1,-,273,-
met5,0,-,0
met3,257,0,2.386
-- how the worst max path moves through the flow --
stage | startpoint | endpoint | slack (ns)
4_1_cts | UPC[0] | HEX3[1] | -0.14
6_report | UPC[0] | HEX3[1] | -0.15
5_1_grt | UPC[0] | HEX3[1] | -0.21
-- power breakdown --
group	internal [mW]	total, mW	switching [mW]
Clock	0	0	0
Sequential	0	0	0
Combinational	0.253	0.394	0.142
-- per-stage QoR --
stage / area, um^2 / hold slack (ns) / power [mW] / instances
finish: 1015 / 0.7274 / 0.3942 / 163
detailed placement: 721.9 / 1.300 / 0.2777 / 136
global route: 1015 / 0.7554 / 0.4345 / 163
global placement: 721.9 / 1.299 / 0.2779 / 136
CTS: 915.9 / 0.7573 / 0.3480 / 158
floorplan: 366.6 / 0.4154 / 0.1089 / 63
-- layout make-up --
class	instances	area share (%)
well taps	46	5.672
inverters	3	1.356
repair buffers	74	60.79
multi-input cells	40	32.18
-- critical path, stage by stage --
cell,delay [ns]
buf_8,0.10
buf_6,0.11
nand3b_1,0.20
inv_1,0.11
buf_6,0.10
nor2_2,0.02
buf_2,0.10
-- repair_timing --
action,in CTS,in global routing
buffers inserted,22,7
cloned,1,0
gates resized,158,34
setup endpoints to repair,35,29
pin swaps,12,9
-- logic make-up (layout without fill, tap and decap cells) --
| kind of cell | after synthesis | after routing | share of synthesized area [%] |
|---|---|---|---|
| multiplexers | 1 | 1 | 2.941 |
| AND/OR/NAND/NOR | 20 | 20 | 28.68 |
| other | 2 | 9 | 2.207 |
| AND-OR/OR-AND | 9 | 9 | 15.44 |
| XOR/XNOR | 1 | 1 | 2.574 |
| buffers and inverters | 23 | 77 | 48.16 |
Power and IR drop assume default switching activity.
